**flow/config.mk**
```make
export PLATFORM = sky130hd
export DESIGN_NAME = bcd_5
export DESIGN_NICKNAME = bcd_5
export VERILOG_FILES = /design/flow/design.v
export SDC_FILE = /design/flow/constraint.sdc
export NUM_CORES = 4
export LEC_CHECK = 1
export CORE_UTILIZATION = 40
```
**flow/run.sh**
```bash
#!/bin/bash
# OpenROAD 26Q1-2900-gdf79404cd8, Yosys 0.63+post, stock flow scripts
make -C /OpenROAD-flow-scripts/flow DESIGN_CONFIG=/design/flow/config.mk WORK_HOME=/design/flow/orfs finish
```
**flow/constraint.sdc**
```tcl
current_design bcd_5

set clk_period 7.3
set clk_io_pct 0.2

create_clock -name clk0 -period $clk_period [get_ports {clk}]

set non_clock_inputs [all_inputs -no_clocks]
set_input_delay [expr $clk_period * $clk_io_pct] -clock clk0 $non_clock_inputs
set_output_delay [expr $clk_period * $clk_io_pct] -clock clk0 [all_outputs]
```
**flow/design.v**
```verilog
`timescale 1ns / 1ps
module bcd_5(input clk,reset,
output reg [3:0]counter1,counter2,
output reg [3:0]counter1bar,counter2bar,
output reg [7:0]display,
output reg [3:0]control);
reg clkdiv,clkms,flag;
reg e120,e154,e204,e254,e15,e61,e55,e50,e86,e147;
integer temp1,temp2;
initial
begin
temp1=0;
temp2=0;
counter1=4'b1000;
counter2=4'b0111;
clkdiv=1'b0;
flag=0;
clkms=0;
end
always@(posedge clk)
begin
temp1=temp1+1;
temp2=temp2+1;
if(temp1==2000000)
begin
clkdiv=~clkdiv;
temp1=0;
end
if(temp2==200)
begin
clkms=~clkms;
temp2=0;
end
end
always@(posedge clkdiv)
begin
if(reset)
begin
counter1=4'b1000;
counter2=4'b0111;
end
else
begin
counter1bar=~counter1;
counter2bar=~counter2;
e120=counter2bar[3] & counter2[2] & counter2[1] &counter2[0] & counter1[3] &
counter1bar[2] & counter1bar[1] & counter1bar[0];
e154=counter2[3] & counter2bar[2] & counter2bar[1] &counter2[0] & counter1[3] &
counter1bar[2] & counter1[1] & counter1bar[0];
e204=counter2[3] & counter2[2] & counter2bar[1] &counter2bar[0] & counter1[3] &
counter1[2] & counter1bar[1] & counter1bar[0];
e254=counter2[3] & counter2[2] & counter2[1] &counter2[0] & counter1[3] & counter1[2] &
counter1bar[0] & counter1[1];
e15=counter2bar[3] & counter2bar[2] & counter2bar[1] &counter2bar[0] & counter1[3] &
counter1[2] & counter1[1] & counter1[0];
e61=counter2bar[3] & counter2bar[2] & counter2[1] & counter2[0] & counter1[3] &
counter1bar[1] & counter1[2] & counter1[0];
e55=counter2bar[3] & counter2bar[2] & counter2[1] &counter2[0] & counter1bar[3] &
counter1[2] & counter1[1] & counter1[0];
  e50=counter2bar[3] & counter2bar[2] & counter2[1] &counter2[0] & counter1bar[3] &
counter1bar[2] & counter1[1] & counter1bar[0];
e86=counter2bar[3] & counter2[2] & counter2bar[1] &counter2[0] & counter1bar[3] &
counter1[2] & counter1[1] & counter1bar[0];
e147=counter2[3] & counter2bar[2] & counter2bar[1] &counter2[0] & counter1bar[3] &
counter1bar[2] & counter1[1] & counter1[0];
counter2[3]= e120 | e154 | e204 | e86;
counter2[2]= e154 | e204 | e50 | e147;
counter2[1]=e204 | e15 | e61 | e55 | e147;
counter2[0]= e120 | e204 | e15 | e61 | e55 | e50 | e86 |e147;
counter1[3]=e120 | e154 | e204 | e254 | e15 | e147;
counter1[2]=e154 | e204 | e254 | e15 | e61 | e50;
counter1[1]=e120 | e204 | e254 | e61 | e55 | e50 |e86;
counter1[0]=e254 | e15 | e61 | e86 ;
end
end
always@(posedge clkms)
begin
if (flag==1'b0)
begin
control=4'b0111;
case(counter2)
0:display=8'b11111100;
1:display=8'b01100000;
2:display=8'b11011010;
3:display=8'b11110010;
4:display=8'b01100110;
5:display=8'b10110110;
6:display=8'b10111110;
7:display=8'b11100000;
8:display=8'b11111110;
9:display=8'b11110110;
10:display=8'b11111010;
11:display=8'b00111110;
12:display=8'b00011010;
13:display=8'b01111010;
14:display=8'b11011110;
15:display=8'b10001110;
endcase
flag=1'b1;
end
else
begin
control=4'b1011;
case(counter1)
0:display=8'b11111100;
1:display=8'b01100000;
2:display=8'b11011010;
3:display=8'b11110010;
4:display=8'b01100110;
5:display=8'b10110110;
6:display=8'b10111110;
7:display=8'b11100000;
8:display=8'b11111110;
9:display=8'b11110110;
10:display=8'b11111010;
11:display=8'b00111110;
12:display=8'b00011010;
13:display=8'b01111010;
14:display=8'b11011110;
15:display=8'b10001110;
endcase
flag=1'b0;
end
end
endmodule
```
==> summary.txt <==
yosys + openroad results -> wire per inst=13.2 um, final RePlAce weighted congestion=0.943, vias in the first global route=around 3,500, CP arrival=~3.4 ns, Vias=between 3,000 and 4,000, clk root buf=clkbuf_16, outcome=complete, no violations, core area=11,600 um2, post-route minimum period=approximately 3.4 ns, CTS clk-pin slew, worst paths=0.06 ns, crit share post-route=0.469, Post-Syn Instances=approximately 560, yosys cell count=563, Netlist cell types=57, Iter 0 DRT Violations=roughly 150, CP Class=reg2reg, TNS Setup=0 ns, EDFF count, synth=10, Worst Path Max Fanout=10, Pins Over Slew Limit=0, clock skew=just under 0.006 ns, Final Hold Vio Count=0, worst hold path type=reg2reg, # diodes=0, FFs w/ async S/R, synth=0, post-detailed-placement half-perimeter wirelength=6.93 mm, Post-synth area hogs=dfxtp_1 34%, edfxtp_1 6.3%, xnor2_1 6.2%, drt drc=0, pre-CTS setup slack=just under 4 ns, Netlist Area Pre-Place=4800 um2, hold_buf cts=0, VDD IR max=~0.20 mV, fin cells=around 720, Port Buffers=26, Fill cells=about 1,100, chip height=approximately 110 um, Seq/Total Area, Yosys=0.405, worst-margin pin slew=0.934 ns, Final setup viols=0, die width=between 100 and 150 um, crit start category=register, Die Size=12,400 um2, Max Freq=about 290 MHz, Dominant combinational family=simple AND/OR/NAND/NOR gates, xor/xnor share=0.106, setup bufs post-CTS=0, relative slew slack=0.372, yosys adder share=0.0417, final critical-path setup slack=around 3.9 ns, Synth-to-Final Area Change=13.9%, Vias per Instance=approximately 5.5, Post-DP Area=5120 um2, Mapped Avg Cell Area=around 8.5 um2, pwr dens=between 150 and 200 nW/um2, Ports=30, crit path DRT=7.26 ns, tool warnings=37, All-Layer GR Usage=0.162, yosys warning tally=1, post-synth area from yosys stat=roughly 4800 um2, Post-synth top flop=dfxtp_1, Post-Synth Simple-Gate Area=0.288, number of buffers created by CTS=9, CTS tree=yes, Max H-tree Level=3, # resized after CTS=0, largest net degree at the start of global routing=19, RSZ-0062 raised after global routing=false, initial antenna violation count=0, Final ANT Viol Nets=0, register pins left without a clock=26, Rows=39, maximum buffer depth of the clock tree=2, Cells after DPL=roughly 700, total grt overflow=0, Design Area, Final=5470 um2, Gate Area=2670 um2, CP endpoint kind=register, Max Cap Viol=0, Synth top area share=0.342, Synth mux share=0.0130, Total Wirelength=roughly 9.5 mm, DR pass1 iterations=53, first-pass GRT wire length=between 15 and 20 mm, Final Core Density=0.473, endpoints left unconstrained=59, FP Util=0.415, share of cells above drive strength 1=0.0503, Flop area=~2000 um2, leak pwr=between 1.5 and 2 nW, Latency at later pin=0.33 ns, aoi share=0.105, post-synth top area cell=dfxtp_1, FF+latch count, synth=~90
[logic make-up (layout without fill, tap and decap cells)]
kind of cell,count (synthesis),after routing
DFF,92,92
adders and majority gates,16,16
xor gates and xnor gates,58,58
muxes,6,6
other,2,3
AOI/OAI and AO/OA,79,79
buffers and inverters,48,61
and+or+nand+nor,262,262
[layout make-up]
class                           instances  share of cell area
Clock buffer                           10              0.0458
Inverter                               18              0.0124
Clock inverter                          6              0.0174
Tap cell                              143              0.0327
Sequential cell                        92               0.355
Multi-Input combinational cell        424               0.488
Timing Repair Buffer                   27              0.0490
[per-stage QoR]
| step | total power, mW | hold slack (ns) |
|---|---|---|
| after global placement | 0.374 | 0.451 |
| after CTS | 0.861 | 0.475 |
| after global routing | 0.878 | 0.484 |
| after detailed placement | 0.374 | 0.463 |
| after floorplan | 0.373 | 0.432 |
| final | 0.849 | 0.471 |
[power by group]
group | internal, mW | switching, mW
clock network | 0.322 | 0.161
registers | 0.363 | 0
logic | 0.00130 | 0.00212
[sequential cells by signal, indices dropped and copies added (netlist names)]
register,flops
clkdiv,1
clkms,1
control,2
counter1,4
counter1bar,4
counter2,4
counter2bar,4
display,7
flag,1
temp1,32
temp2,32
[final timing paths]
check                                from         to  slack, ns  cells past startpoint
worst max register to register   temp1[0]     clkdiv       3.88                      7
worst min-delay path            temp2[31]  temp2[31]       0.47                      1
worst min register to register  temp2[31]  temp2[31]       0.47                      1
worst max-delay path             temp1[0]     clkdiv       3.88                      7
[cell usage in the layout, fill, tap and decap left out, types with 7 or more instances in the layout]
cell              n
nand3_1          26
o21ai_0          20
clkdlybuf4s50_1  26
ha_1             16
a21oi_1          18
nand2_1          65
a31oi_1           8
and4_1            8
nand4_1          22
clkbuf_16        10
or2_2             7
and3_1           11
edfxtp_1         10
xnor2_1          34
dfxtp_1          82
nor3_1           16
a211oi_1          7
nor2_1           50
inv_1            17
xor2_1           24
nor4_1           21
[per-layer routing]
| layer | global-route usage | vias to the layer above | wire [um] |
|---|---|---|---|
| li1 | - | 2020 | - |
| met1 | 0.253 | 1812 | 4720 |
| met2 | 0.250 | 88 | 4260 |
| met3 | 0.0216 | 13 | 364 |
| met4 | 0.0261 | 0 | 132 |
| met5 | 0 | - | 0 |
[cell usage after synthesis (all sizes together) (17+ instances only)]
master / instances
o21ai: 20
dfxtp: 82
nand2: 65
nand4: 22
nor4: 23
nand3: 26
inv: 17
clkbuf: 19
xor2: 24
nor2: 50
xnor2: 34
a21oi: 18
[critical path: stages, from the launching register on]
cell	delay, ns
dfxtp_1	0.38
ha_1	0.26
nand4_1	0.19
or4_1	0.77
or3_1	0.45
a22oi_1	0.19
nand4_1	0.17
nor4_4	0.62
Power figures rest on the tool's default switching activity, not on a simulated workload.
